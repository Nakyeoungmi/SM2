==> /design/flow/design.v <==
`timescale 1ns / 1ps
module oneshot(
  input clk, rst, btn,
  output reg trig
);
  reg btn_d;
  always @(posedge clk) begin
    if (!rst) begin
      btn_d <= 1'b0;
      trig  <= 1'b0;
    end else begin 
      btn_d <= btn; trig <= btn & ~btn_d; 
    end
  end
endmodule
`timescale 1ns / 1ps
module vending(
  input clk, rst,
  input A, B, C,          
  output reg [2:0] state,
  output reg y           
);
  parameter S0   = 3'b000;  
  parameter S50  = 3'b001; 
  parameter S100 = 3'b010;  
  parameter S150 = 3'b011;  
  parameter S200 = 3'b100;  
  wire A_trig, B_trig, C_trig;
  oneshot u1(.clk(clk), .rst(rst), .btn(A), .trig(A_trig));
  oneshot u2(.clk(clk), .rst(rst), .btn(B), .trig(B_trig));
  oneshot u3(.clk(clk), .rst(rst), .btn(C), .trig(C_trig));
  always @(posedge clk) begin
    if (!rst) begin
      state <= S0;
      y <= 1'b0;
    end 
    else begin
      case(state)
        S0: begin
          y <= 1'b0;
          if (A_trig) state <= S50;
          else if (B_trig) state <= S100;
          else state <= S0;
        end
        S50: begin
          y <= 1'b0;
          if (A_trig) state <= S100;
          else if (B_trig) state <= S150;
          else state <= S50;
        end
        S100: begin
          y <= 1'b0;
          if (A_trig) state <= S150;
          else if (B_trig) state <= S200;
          else state <= S100;
        end
        S150: begin
          y <= 1'b0;
          if (A_trig) state <= S200;
          else if (B_trig) state <= S200;
          else state <= S150;
        end
        S200: begin
          if (C_trig) begin
            y <= 1'b1;   
            state <= S0; 
          end else begin
            y <= 1'b0;
            state <= S200; 
          end
        end
        default: begin
          state <= S0;
          y <= 1'b0;
        end
      endcase
    end
  end
endmodule
==> /design/flow/run.sh <==
#!/bin/bash
# OpenROAD 26Q1-2900-gdf79404cd8, Yosys 0.63+post, stock flow scripts
make -C /OpenROAD-flow-scripts/flow DESIGN_CONFIG=/design/flow/config.mk WORK_HOME=/design/flow/orfs finish
==> /design/flow/config.mk <==
export PLATFORM = sky130hd
export DESIGN_NAME = vending
export DESIGN_NICKNAME = vending
export VERILOG_FILES = /design/flow/design.v
export SDC_FILE = /design/flow/constraint.sdc
export NUM_CORES = 4
export LEC_CHECK = 1
export CORE_AREA = 10 10 70 70
export DIE_AREA = 0 0 80 80
==> /design/flow/constraint.sdc <==
current_design vending

set clk_period 1.9
set clk_io_pct 0.2

create_clock -name clk0 -period $clk_period [get_ports {clk}]

set non_clock_inputs [all_inputs -no_clocks]
set_input_delay [expr $clk_period * $clk_io_pct] -clock clk0 $non_clock_inputs
set_output_delay [expr $clk_period * $clk_io_pct] -clock clk0 [all_outputs]
==> summary.txt <==
Status -> completed
Placed Instances -> 82
CTS tree -> done
Post-CTS Resized -> 0
H-tree depth -> 1
Top cell area share -> 0.630
Data arrival time of the worst path -> 1150 ps
Cell type with the largest total area -> dfxtp_1
Post-cts hold buffer count -> 0
Share of post-route cells with drive strength above 1 -> 0.100
VDD IR max -> 0.321 mV
Ys Warns -> 2
Design area -> 492 um2
Buf+Inv Stages, Crit Path -> 1
Cell area leaders -> dfxtp_1 (63%), mux2i_1 (6.3%), and2_1 (5.9%)
DRT iter0 DRCs -> 16
IO Count -> 9
First-pass GRT wire length -> 972 um
Power density over the cells -> 913 nW/um2
Synthesized registers -> 10
Yosys cell count -> 28
Drc violations -> 0
Gr usage total -> 0.0196
Die x size -> 80 um
Synthesis area per yosys -> 318 um2
RSZ-0062 raised after global routing -> false
Grt total ovfl -> 0
Post-synthesis sequential area ratio -> 0.630
IO Port Bufs -> 8
CP max FO -> 4
Fp util -> 0.0930
Post-Route Skew -> 2.33 ps
CP top delay family -> buffers and inverters
Worst-path clk slew -> 60 ps
Initial antenna violation count -> 0
Cells after Synth -> 28
Final setup vio count -> 0
Postcts setup bufs -> 0
Clk latency of the worst-skew pair -> 260 ps
Mapped cell area -> 318 um2
Relative slew slack -> 0.830
Cell variety after synth -> 12
Drt first pass iters -> 2
Syn_area_per_cell -> 11.4 um2
Vias in the first global route -> 229
Clock tree buffer depth -> 2
Peak Freq -> 0.654 GHz
CP endpoint kind -> output port
Maximum capacitance violations -> 0
Pre-CTS setup slack -> 517 ps
DRT antenna net count -> 0
Largest net degree at the start of global routing -> 7
Diode count -> 0
Area Growth Syn to Fin -> 54.7%
Minimum clock period -> 1530 ps
Routed WL -> 567 um
Final core utilization -> 0.144
Vias per cell -> 2.50
FP Rows -> 21
Cycle use final -> 0.804
CP Launch Type -> flop
Final cell count without fillers -> 86
Hold crit path type -> flop to flop
Final setup TNS -> 0 ps
Routed via count -> 215
CP max stage cell -> clkdlybuf4s50_1
Final WS setup -> 372 ps
Die Ht -> 80 um
Gpl congestion -> 0.730
Num CTS Buffers -> 3
Core Area -> 3420 um2
Tool Warnings -> 25
Worst Max-Slew Pin Slew -> 248 ps
Critical path class -> flop to output port
Fin. Hold Viols -> 0
Placed cell area -> 455 um2
Clock Tree Root -> clkbuf_4
Slew Limit Fails -> 0
Total die size -> 6400 um2
WP data required -> 1520 ps
Wire length per cell -> 6.59 um
Clk sinks -> 10
R2r setup slk -> 940 ps
Leakage power total -> 0.000174 uW
Max incr delay on CP -> 490 ps
Critical-path cell list -> clkdlybuf4s50_1
-- cells by family after synthesis --
| kind of cell | after synthesis | synth area share |
|---|---|---|
| XOR/XNOR | 1 | 0.0276 |
| flip-flops | 10 | 0.630 |
| multiplexers | 2 | 0.0630 |
| AND/OR/NAND/NOR | 12 | 0.228 |
| AND-OR/OR-AND | 2 | 0.0394 |
| buffers and inverters | 1 | 0.0118 |
-- worst paths after layout --
check / startpoint / end / depth (start not counted)
setup / recovery: state[0] / state[0] / 1
hold reg to reg: u2.btn_d / u2.trig / 1
hold / removal: u2.btn_d / u2.trig / 1
setup reg to reg: u1.trig / state[1] / 3
-- cell type report --
cell class | count | area (um2)
clock buffers | 4 | 36.3
fillers | 399 | 2920
inverters | 1 | 3.75
multi-input cells | 17 | 114
flip-flops and latches | 10 | 200
well taps | 46 | 57.6
repair buffers | 8 | 80.1
-- report_power, final --
group | total [uW] | switching [uW] | internal (uW)
combinational | 35.4 | 12.0 | 23.4
clock | 186 | 69.8 | 116
sequential | 227 | 6.81 | 220
-- placed cells by master (no fill, tap or decap), types with 2 or more instances in the layout --
cell,instances
dfxtp_1,10
nor2b_1,3
nor2_1,3
clkbuf_4,3
and2_1,3
clkdlybuf4s50_1,8
mux2i_1,2
-- layer usage --
metal  GRT usage  vias up  wire length [um]
met2      0.0201       13               136
met5           0        -                 0
met1      0.0229       84               307
met4     0.00352        0                 0
met3      0.0261        0               123
li1            -      118                 -
-- per-stage QoR --
stage / hold slack, ps / total power (uW)
2_1_floorplan: 367 / 247
3_3_place_gp: 372 / 266
3_5_place_dp: 371 / 268
4_1_cts: 380 / 453
5_1_grt: 389 / 473
6_report: 380 / 449
-- cell usage after synthesis --
master    number
nand4b_1       1
nor2b_1        3
inv_1          1
and2_1         3
o31ai_1        1
mux2i_1        2
dfxtp_1       10
nor2_1         3
nand2b_1       1
xnor2_1        1
a21oi_1        1
and4_1         1
-- flip-flops by register name, indices dropped and copies added (netlist names) --
name      flops
u3.trig       1
u1.trig       1
u2.trig       1
state         3
u3.btn_d      1
u2.btn_d      1
y             1
u1.btn_d      1
Power is estimated from default activity; no workload was simulated.
